==> flow/config.mk <==
export PLATFORM = sky130hd
export DESIGN_NAME = block_shape
export DESIGN_NICKNAME = block_shape
export VERILOG_FILES = /design/flow/design.v
export SDC_FILE = /design/flow/constraint.sdc
export NUM_CORES = 4
export LEC_CHECK = 1
export CORE_AREA = 10 10 70 70
export DIE_AREA = 0 0 80 80
==> flow/constraint.sdc <==
current_design block_shape

set clk_period 2.1
set clk_io_pct 0.2

create_clock -name clk0 -period $clk_period

set non_clock_inputs [all_inputs -no_clocks]
set_input_delay [expr $clk_period * $clk_io_pct] -clock clk0 $non_clock_inputs
set_output_delay [expr $clk_period * $clk_io_pct] -clock clk0 [all_outputs]
==> flow/design.v <==
module block_shape(input [2:0] shape_num,
						 input [1:0] rotation,
						 output logic [9:0] shape_size_x, shape_size_y);
	always_comb
	 begin
		shape_size_x = 10'b0;
		shape_size_y = 10'b0;
		if ((shape_num == 3'b001) && (rotation == 2'b00) || (rotation == 2'b10))
		 begin
			shape_size_x = 10'd64;
			shape_size_y = 10'd16;
		 end
		else if ((shape_num == 3'b001) && (rotation == 2'b01) || (rotation == 2'b11))
		 begin
			shape_size_x = 10'd16;
			shape_size_y = 10'd64;
		 end
		else if (shape_num == 3'b010) 
		 begin
		 shape_size_x = 10'd32;
		 shape_size_y = 10'd32;
		 end
		else if (shape_num == 3'b011)
		 begin
			case (rotation)
				2'b00:
				 begin
					shape_size_x = 10'd48;
					shape_size_y = 10'd32;
				 end
				2'b01:
				 begin
					shape_size_x = 10'd32;
					shape_size_y = 10'd48;
				 end
				2'b10:
				 begin
					shape_size_x = 10'd48;
					shape_size_y = 10'd32;
				 end
				2'b11:
				 begin
					shape_size_x = 10'd32;
					shape_size_y = 10'd48;
				 end
				default: ;
			endcase
		 end
		else if (shape_num == 3'b100)
		 begin
			case (rotation)
				2'b00:
				 begin
					shape_size_x = 10'd48;
					shape_size_y = 10'd32;
				 end
				2'b01:
				 begin
					shape_size_x = 10'd32;
					shape_size_y = 10'd48;
				 end
				2'b10:
				 begin
					shape_size_x = 10'd48;
					shape_size_y = 10'd32;
				 end
				2'b11:
				 begin
					shape_size_x = 10'd32;
					shape_size_y = 10'd48;
				 end
				default: ;
			endcase
		 end
		else if (shape_num == 3'b101)
		 begin
			case (rotation)
				2'b00:
				 begin
					shape_size_x = 10'd48;
					shape_size_y = 10'd32;
				 end
				2'b01:
				 begin
					shape_size_x = 10'd32;
					shape_size_y = 10'd48;
				 end
				2'b10:
				 begin
					shape_size_x = 10'd48;
					shape_size_y = 10'd32;
				 end
				2'b11:
				 begin
					shape_size_x = 10'd32;
					shape_size_y = 10'd48;
				 end
				default: ;
			endcase
		 end
		else if (shape_num == 3'b110)
		 begin
			case (rotation)
				2'b00:
				 begin
					shape_size_x = 10'd48;
					shape_size_y = 10'd32;
				 end
				2'b01:
				 begin
					shape_size_x = 10'd32;
					shape_size_y = 10'd48;
				 end
				2'b10:
				 begin
					shape_size_x = 10'd48;
					shape_size_y = 10'd32;
				 end
				2'b11:
				 begin
					shape_size_x = 10'd32;
					shape_size_y = 10'd48;
				 end
				default: ;
			endcase
		 end
		else if (shape_num == 3'b111)
		 begin
			case (rotation)
				2'b00:
				 begin
					shape_size_x = 10'd48;
					shape_size_y = 10'd32;
				 end
				2'b01:
				 begin
					shape_size_x = 10'd32;
					shape_size_y = 10'd48;
				 end
				2'b10:
				 begin
					shape_size_x = 10'd48;
					shape_size_y = 10'd32;
				 end
				2'b11:
				 begin
					shape_size_x = 10'd32;
					shape_size_y = 10'd48;
				 end	
				default: ;
			endcase
		 end
	 end
endmodule 
==> flow/run.sh <==
#!/bin/bash
# OpenROAD 26Q1-2900-gdf79404cd8, Yosys 0.63+post, stock flow scripts
make -C /OpenROAD-flow-scripts/flow DESIGN_CONFIG=/design/flow/config.mk WORK_HOME=/design/flow/orfs finish
==> impl_metrics.py <==
# Generated from Yosys and OpenROAD reports
metrics = {
    "outcome": {
        "status": "finished, final reports clean",
    },
    "hold_path": {
        "hold_class": "in -> out",
    },
    "final_layout": {
        "drive_above_1_share": 0.227,
        "clkbuf_count": 0,
        "flop-count": 0,
        "fillers": 403,
        "layout.area.seq_sq_um": 0,
        "fin_area_sq_um": 352,
        "syn_to_final_growth_pct": 71.3,
    },
    "sta": {
        "finalWorstSetupSlack_ns": 0.0740,
        "fin_crit_sh": 0.965,
        "max_freq_mhz": 494,
        "grt_setup_unrepaired": "no",
        "finalSetupViolations": 0,
        "final_hold_viol_count": 0,
        "tns_ns": 0,
        "period_needed_ns": 2.03,
        "maxSlewViolCount": 0,
    },
    "drt": {
        "dr.first_iter.drc_count": 1,
        "drcViolationCount": 0,
        "wire_per_inst_um": 6.74,
        "vias": 195,
        "wl_um": 607,
        "drtAntennaViolNets": 0,
        "via_per_inst": 2.17,
        "wl_met2_um": 298,
        "drt-met1-wl_um": 268,
        "route.met3.wl_um": 41,
        "antennaDiodeCount": 0,
        "firstDrtPassIters": 2,
        "dr.max_layer_used": "met3",
    },
    "floorplanning": {
        "ios": 25,
        "coreArea_sq_um": 3420,
        "die_y_um": 80,
        "die_w_um": 80,
        "die-area_sq_um": 6400,
        "initCoreUtil": 0.0601,
        "rows": 21,
    },
    "setup_path": {
        "worstSetupEndpointType": "primary output",
        "path_delay_family": "buffers and inverters",
        "critPathArrivalTime_ns": 1.61,
        "start_kind": "input pin",
        "required_ns": 1.68,
        "cp_slowest_cell": "or4b_4",
        "timing.critical_path.buf_inv": 3,
        "critical_path_peak_fanout": 2,
        "critical_path_class": "in -> out",
        "max_stage_delay_ns": 0.54,
        "worstPathCellList": "dlygate4sd2_1, or4b_4, buf_4, o211ai_2, clkdlybuf4s15_1",
    },
    "global_routing": {
        "overflow": 0,
        "antenna_found_initial": 0,
        "grtUsageTotal": 0.0169,
        "grt_pass1_vias": 208,
        "grt_pass1_wl_um": 952,
        "grt_max_degree": 6,
    },
    "logic_synthesis": {
        "yosys_area_sq_um": 205,
        "synth_area_sq_um": 205,
        "synthesis.yosys.warnings": 1,
        "synth_cell_types": 12,
        "yosysTopAreaCell": "buf_4",
        "top_cell": "buf_4",
        "syn_avg_cell_area_sq_um": 7.08,
        "netlist_instances": 29,
        "top_cells_by_area": "buf_4 55%, or4b_4 6.7%, o211ai_2 6.1%, nand2_1 5.5%, nand4bb_1 5.5%",
        "top_area_frac": 0.549,
        "ys_top_cells_by_count": "15 x buf_4, 3 x nand2_1, 2 x nor2_1",
        "synth_stat.cells": 29,
        "seq_area_frac_synth": 0,
    },
    "placed_design": {
        "dpl_cell_area_sq_um": 347,
        "port_buffers": 11,
        "place_ws_ns": -0.280,
        "place_congestion": 0.677,
        "hpwl_um": 565,
    },
    "pwr": {
        "ir_drop_v": 0.0000121,
        "power_leakage_uw": 0.000176,
        "power_density_nw_per_um2": 125,
    },
    "flow_run": {
        "max_cap_viol_count": 0,
        "warnings": 32,
    },
    "cts": {
        "cts_hold_buf": 0,
    },
}
what timing repair did:
item / in CTS / in global routing
buffers inserted: 1 / 0
pin swaps: 2 / 0
endpoints found under the setup margin: 6 / 2
cloned: 0 / 0
resized: 8 / 2
hold endpoints to repair: 0 / 0
report_power, final:
| group | internal [uW] | total, uW | switching, uW |
|---|---|---|---|
| Combinational | 29.1 | 44.0 | 14.9 |
| Sequential | 0 | 0 | 0 |
| Clock | 0 | 0 | 0 |
cells in the final DEF (no fill, tap or decap):
cell type	n
nand2b_1	1
or2_2	1
nand4bb_1	1
dlygate4sd2_1	6
or2b_1	1
conb_1	14
dlymetal6s2s_1	1
clkdlybuf4s50_1	3
nand2_1	2
or4b_4	1
a21oi_1	1
nor2_1	2
clkdlybuf4s15_1	1
o211ai_2	1
nand2_2	1
buf_4	6
o211ai_1	1
routing by layer:
layer,track usage,vias to the layer above
li1,-,96
met1,0.0224,88
met2,0.0297,11
met3,0.00227,0
met4,0,0
met5,0,-
path summary, 6_finish.rpt:
path / from / endpoint / slack (ns) / cells past startpoint
setup / recovery: rotation[0] / shape_size_y[4] / 0.07 / 5
hold / removal: rotation[1] / shape_size_x[4] / 1.39 / 4
metrics by stage:
step	utilization	instances	hold slack [ns]	power [uW]
3_3_place_gp	0.101	89	1.82	51.2
3_5_place_dp	0.101	89	1.82	50.7
6_report	0.103	90	1.39	44.0
5_1_grt	0.103	90	1.43	50.5
2_1_floorplan	-	42	0.862	29.9
4_1_cts	0.102	90	1.46	46.1
final cells by class:
class	count	area, sq um	share of cell area
multi-input cells	27	144	0.409
repair buffers	17	150	0.427
well taps	46	57.6	0.164
logic make-up (layout without fill, tap and decap cells):
logic type,Yosys count,count (layout),share of synthesized area
AOI/OAI and AO/OA,3,3,0.122
buffers and inverters,15,17,0.549
and+or+nand+nor,10,10,0.311
other,1,14,0.0183
Power figures rest on the tool's default switching activity, not on a simulated workload.
