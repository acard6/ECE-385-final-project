$ cat flow/config.mk
export PLATFORM = sky130hd
export DESIGN_NAME = block
export DESIGN_NICKNAME = block
export VERILOG_FILES = /design/flow/design.v
export SDC_FILE = /design/flow/constraint.sdc
export NUM_CORES = 4
export LEC_CHECK = 1
export CORE_UTILIZATION = 30
$ cat flow/design.v
module  block(input Reset, frame_clk, shape_reset, game_reset, stop_x_left, stop_x_right,
					input [1:0] state, 
					input [2:0] keypress,
					input [13:0] Score,
					input [9:0] shape_size_x, shape_size_y,
               output [9:0]  shape_x, shape_y,
					output touching);
    logic [9:0] Block_X_Pos, Block_Y_Pos;
	 logic [9:0] Block_X_Motion;
	 logic [9:0] Block_Y_Motion;
    parameter [9:0] Block_X_Min= 250;       
    parameter [9:0] Block_X_Max= 410;      
    parameter [9:0] Block_Y_Min= 100;        
    parameter [9:0] Block_Y_Max= 420;      
    parameter [9:0] x_start = 298;
    parameter [9:0] y_start = 100;
    parameter [9:0] Block_X_Step = 16;   
    parameter [9:0] Block_Y_Step = 16;	 
	logic [27:0] counter_y, speed_y;
	logic [27:0] counter_x;
	logic act_once_x, act_once_y, accel, accel_spac;
	always_ff @ (posedge Reset or posedge frame_clk)
	begin  
		if (Reset)   
		 begin 
			Block_X_Motion <= 0;
			Block_Y_Motion <= Block_Y_Step;
			Block_X_Pos <= x_start;
			Block_Y_Pos <= y_start;
			counter_y <= 0;
			counter_x <= 0;
			accel <= 0;
			accel_spac <= 0;
			act_once_x <= 0;
			act_once_y <= 0;
		 end
		else
			begin
				if (game_reset)
				 begin
					Block_X_Motion <= 0;
					Block_Y_Motion <= Block_Y_Step;
					Block_X_Pos <= x_start;
					Block_Y_Pos <= y_start;
					act_once_x <= 0;
					act_once_y <= 0;
					counter_x <= 0;
					counter_y <= 0;
					accel <= 0;
					accel_spac <= 0;
				 end
				if (state == 2'd2)
				 begin
					if (Score >= 14'd25)
					 begin
						speed_y <= 28'h04fffff;
					 end
					else if (Score >= 14'd20)
					 begin
						speed_y <= 28'h06fffff;
					 end
					else if (Score >= 14'd15)
					 begin
						speed_y <= 28'h08fffff;
					 end
					else if (Score >= 14'd10)
					 begin
						speed_y <= 28'h09fffff;
					 end
					else if (Score >= 14'd5)
					 begin
						speed_y <= 28'h0Afffff;
					 end
					else
						speed_y <= 28'h1ffffff;
					if (touching||shape_reset)
					 begin
						Block_X_Motion <= 0;
						Block_Y_Motion <= Block_Y_Step;
						Block_X_Pos <= x_start;
						Block_Y_Pos <= y_start;
						act_once_x <= 0;
						act_once_y <= 0;
						counter_x <= 0;
						counter_y <= 0;
						accel <= 0;
				 end
						if  ((keypress == 3'd1) && ((Block_X_Pos) > (Block_X_Min)) && (~act_once_x))  
							begin
							if  (~stop_x_left)
								begin
								Block_X_Motion <= (~ (Block_X_Step) + 1'b1);
								end
							act_once_x <= 1'b1;
							end
						else if ((keypress == 3'd2) && ((Block_X_Pos + shape_size_x) < Block_X_Max) && (~act_once_x))  
							begin
							if (~stop_x_right)
								begin
									Block_X_Motion <= Block_X_Step;
								end
							act_once_x <= 1'b1;
							end
						else if ((keypress == 3'd3) && ((Block_Y_Pos + shape_size_y) < Block_Y_Max) && (~act_once_y))  
							begin
							accel <= 1'b1;
							act_once_y <= 1'b1;
							end
						else if ((keypress == 3'd4) && ~(accel_spac))  
							accel_spac <= 1'b1;
						else if (((Block_X_Pos + shape_size_x) >= Block_X_Max) && (~act_once_x) && (Block_X_Motion > 0))   
								begin
								act_once_x <= 1'b1;
								Block_X_Motion <= 10'd0;
								end
						else if ((Block_X_Pos <= Block_X_Min) && (~act_once_x) && (Block_X_Motion < 0))  
							  begin
							  act_once_x <= 1'b1;
							  Block_X_Motion <= 10'd0;
							  end
						else if ((~act_once_x)&&(~keypress)&&(Block_X_Motion))
							begin
							Block_X_Motion <= 0;
							end						
						if ((Block_Y_Pos) <= (Block_Y_Min))   
							  Block_Y_Motion <=  Block_Y_Step;
						else if ((Block_Y_Pos + shape_size_y) >= Block_Y_Max + Block_Y_Step)   
							  begin
							  Block_Y_Motion <= 10'd0;
							  Block_X_Motion <= 10'd0;
							  end
						if ((counter_y == 28'h00fffff) && (accel_spac))
							begin
							if (~shape_reset)
									Block_Y_Pos <= (Block_Y_Pos + Block_Y_Motion);
							else
								begin
									counter_y <= 0;
									accel_spac <= 0;
								end
							end
						else if ((counter_y == 28'h03fffff) && (accel))
							begin
							Block_Y_Pos <= (Block_Y_Pos + Block_Y_Motion);
							counter_y <= 0;
							act_once_y <= 0;
							accel <= 0;
							end
						else if (counter_y == speed_y)
							begin
							Block_Y_Pos <= (Block_Y_Pos + Block_Y_Motion);
							counter_y <= 0;
							end
						else
							counter_y <= counter_y + 1;
						if (Block_X_Pos + shape_size_x > Block_X_Max)
							begin
							Block_X_Pos <= (Block_X_Max - shape_size_x);
							end
						else if ((counter_x == 28'h00fffff) && (act_once_x))
							begin
							Block_X_Pos <= (Block_X_Pos + Block_X_Motion);
							act_once_x <= 0;
							counter_x <= 0;
							end
						else if (act_once_x)
							counter_x <= counter_x + 1;
						if (Block_Y_Motion == 10'd0)
							begin
							touching <= 1'b1;
							accel_spac <= 1'b0;
							end
						else
							touching <= 1'b0;
					end
				end
end
	assign shape_x = Block_X_Pos;
	assign shape_y = Block_Y_Pos;
endmodule
$ cat flow/constraint.sdc
current_design block

set clk_period 10.7
set clk_io_pct 0.2

create_clock -name clk0 -period $clk_period [get_ports {frame_clk}]

set non_clock_inputs [all_inputs -no_clocks]
set_input_delay [expr $clk_period * $clk_io_pct] -clock clk0 $non_clock_inputs
set_output_delay [expr $clk_period * $clk_io_pct] -clock clk0 [all_outputs]
$ cat flow/run.sh
#!/bin/bash
# OpenROAD 26Q1-2900-gdf79404cd8, Yosys 0.63+post, stock flow scripts
make -C /OpenROAD-flow-scripts/flow DESIGN_CONFIG=/design/flow/config.mk WORK_HOME=/design/flow/orfs finish
==> results.yml <==
# implementation run metrics
pwr:
  p_seq_frac: 0.410
  powerDensity_nw_per_um2: 122
  combPwrFrac: 0.305
  swShare: 0.345
  p_int_uw: 720
  power.share.clock: 0.285
  netSwitchingPower_uw: 379
  vdd_ir_drop_max_mv: 0.0783
  leakage_nw: 3.62
sta:
  finalClockPeriodUsage: 0.505
  slew_headroom: 0.451
  rsz0062_at_grt: "no"
  worst_clock_skew_ns: 0.00931
  tns_ns: 0
  fin_crit_ns: 5.40
  hold_slack_ns: 0.483
  tightest_slew_ns: 0.820
  slew_viol_final: 0
  finalHoldViolCount: 0
  max_freq_mhz: 185
  finalSetupViolations: 0
logic_synthesis:
  yosys-top-cells-area: "dfrtp_1 30%, o21ai_0 6.4%, ha_1 6.4%, nand2_1 5.7%, nor2_1 3.6%"
  synth_area_per_cell_sq_um: 8.36
  ys_ff: 106
  synthMostInstantiatedCell: "nand2_1"
  common_cells: "117 x nand2_1, 98 x o21ai_0, 92 x dfrtp_1, 73 x nor2_1, 44 x a21oi_1"
  ys_cells: 917
  postSynthSeqShare: 0.351
  yosys_warnings: 3
  synth-async-reset-ratio: 0.943
  ys_area_sq_um: 7670
  syn_inst: 917
  flop_cell: "dfrtp_1"
  ys_types: 72
  edf_count: 6
  top_area_cell: "dfrtp_1"
  top_cell_area_share: 0.300
  syn-cell-area_sq_um: 7670
die:
  ios: 66
  num_rows: 58
  coreArea_sq_um: 25100
  die_height_um: 162
  die_w_um: 162
  initial_utilization: 0.305
  chip_area_sq_um: 26200
global_route:
  gr-total-overflow: 0
  grt_start_max_net_pins: 39
  grtUsageTotal: 0.156
  grt_pass1_wl_um: 32500
  grt_pass1_vias: 6315
  antenna_found_initial: 0
worst_setup_path:
  r2r_cells: 11
  path_common_cell: "o21ai_0"
  worst_setup_path_end_kind: "register"
  max_stage_delay_ns: 0.56
  worstSetupPathType: "input port to register"
  crit_arrival_ns: 5.67
  critPathMaxFanout: 9
  slowest_stage: "o21ai_1"
  required_ns: 10.98
  start_kind: "input port"
  reg2reg_slack_ns: 7.04
  cp_cell_sequence: "clkdlybuf4s50_1 > ha_1 > fa_1 > a211oi_1 > o21ai_0 > and3_1 > o31a_1 > a41oi_1 > o21ai_0 > o21ai_1 > nand2_1 > o21bai_1"
run:
  warnings: 27
  maxCapViolations: 0
route:
  dr.pass1.iters: 5
  drt_iter0_drc: 461
  postRouteAntennaNets: 0
  viasPerCell: 5.21
  drc: 0
  antenna_cells: 0
  routed_wl_um: 19400
  wl_per_cell_um: 14.8
  vias: 6825
min_path:
  worstHoldPathCells: 1
  hold_class: "register to register"
clocking:
  cts_hold_buffers: 0
  tritoncts: "done"
  cts_htree_levels: 3
  cts-resized-gates: 0
  cts_sinks: 106
  cts_made_buffers: 9
  path_clk_slew_ns: 0.07
  clock_latency_ns: 0.35
  max-clock-path-buffers: 2
  post_cts_buffers: 0
  clockRootBuffer: "clkbuf_16"
place:
  io_buffers: 65
  hpwlAfterDp_um: 14100
  gp_congestion: 0.890
final_layout:
  area_growth_pct: 17.0
  fill_cells: 2613
  drive_above_1_share: 0.0663
status:
  status: "complete, no violations"
-- per-layer routing --
layer  global-route usage  wire, um  vias up
li1                     -         -     3479
met1                0.242      9700     3206
met2                0.238      8520      129
met3               0.0292       980       11
met4               0.0129       177        0
met5                    0         0        -
-- cells in the final DEF (no fill, tap or decap), types with 6 or more instances in the layout --
| cell | count |
|---|---|
| a22oi_1 | 16 |
| inv_1 | 36 |
| nand3_1 | 40 |
| nor3_1 | 25 |
| or2_2 | 6 |
| edfxtp_1 | 6 |
| a211oi_1 | 6 |
| nand4_1 | 12 |
| clkdlybuf4s50_1 | 65 |
| a31oi_1 | 8 |
| buf_4 | 12 |
| dfrtp_1 | 92 |
| nor2b_1 | 10 |
| xnor2_1 | 28 |
| nor2_1 | 73 |
| o21bai_1 | 7 |
| and2_1 | 16 |
| o21ai_0 | 97 |
| and3_1 | 19 |
| a22o_1 | 7 |
| or4_1 | 9 |
| o31ai_1 | 12 |
| or3_1 | 7 |
| a21o_1 | 9 |
| a21oi_1 | 44 |
| dfstp_2 | 8 |
| o211ai_1 | 9 |
| clkbuf_16 | 9 |
| ha_1 | 39 |
| xor2_1 | 28 |
| nand2b_1 | 6 |
| nand2_1 | 117 |
| nor4_1 | 9 |
-- layout make-up --
class / count / area [sq um] / area share
repair buffers: 77 / 741 / 0.0826
clock inverters: 5 / 40.0 / 0.00446
inverters: 38 / 145 / 0.0162
clock buffers: 11 / 233 / 0.0259
multi-input cells: 744 / 4710 / 0.525
flip-flops and latches: 106 / 2690 / 0.300
well taps: 330 / 413 / 0.0460
-- power by group through the flow --
stage	clock [mW]	sequential [mW]	combinational [mW]
finish	0.313	0.451	0.335
CTS	0.326	0.451	0.337
global route	0.336	0.455	0.382
-- worst paths after layout --
path,endpoint,startpoint
max,Block_X_Motion[5]$_DFF_PP0_,shape_size_y[0]
min,act_once_y$_DFF_PP0_,act_once_y$_DFF_PP0_
max reg2reg,Block_X_Motion[5]$_DFF_PP0_,Block_Y_Pos[0]$_DFF_PP0_
min reg2reg,act_once_y$_DFF_PP0_,act_once_y$_DFF_PP0_
max in group asynchronous,Block_Y_Pos[2]$_DFF_PP1_,Reset
min in group asynchronous,counter_y[17]$_DFF_PP0_,Reset
-- worst max-delay path, delay by kind of cell --
| kind | cells | cell delay [ns] |
|---|---|---|
| adders and majority gates | 2 | 0.68 |
| buffers and inverters | 1 | 0.40 |
| AOI/OAI and AO/OA | 7 | 2.09 |
| and+or+nand+nor | 2 | 0.36 |
-- through the flow --
step,area (sq um),instances,utilization,power [mW],setup WS (ns)
final,8970,1311,0.357,1.10,5.30
after global routing,8970,1311,0.357,1.17,4.99
after CTS,8970,1311,0.357,1.11,5.34
after detailed placement,8700,1295,0.346,0.794,4.96
after global placement,8700,1295,0.346,0.794,4.98
after floorplan,7670,917,-,0.688,5.85
-- registers in the layout, summed over array words and instances, names as in the netlist --
signal          cells
counter_x          28
speed_y             5
Block_Y_Motion     10
Block_X_Pos        10
counter_y          28
accel               1
touching            1
Block_X_Motion     10
Block_Y_Pos        10
act_once_y          1
accel_spac          1
act_once_x          1
-- logic make-up after synthesis --
logic type / count (synthesis) / share of synthesized area
multiplexers: 5 / 0.00669
buffers and inverters: 67 / 0.0354
AND/OR/NAND/NOR: 368 / 0.235
adder cells (fa/ha/maj): 43 / 0.0741
AND-OR/OR-AND: 272 / 0.233
XOR/XNOR: 56 / 0.0640
flip-flops: 106 / 0.351
No activity file was given, so power comes from the tool's default toggle rates.
